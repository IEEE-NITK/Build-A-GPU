### /design/flow/run.sh
#!/bin/bash
# OpenROAD 26Q1-2900-gdf79404cd8, Yosys 0.63+post, stock flow scripts
make -C /OpenROAD-flow-scripts/flow DESIGN_CONFIG=/design/flow/config.mk WORK_HOME=/design/flow/orfs finish
### /design/flow/config.mk
export PLATFORM = sky130hd
export DESIGN_NAME = ALU
export DESIGN_NICKNAME = ALU
export VERILOG_FILES = /design/flow/design.v
export SDC_FILE = /design/flow/constraint.sdc
export NUM_CORES = 4
export LEC_CHECK = 1
export CORE_UTILIZATION = 40
### /design/flow/constraint.sdc
current_design ALU

set clk_period 16.7
set clk_io_pct 0.2

create_clock -name clk0 -period $clk_period

set non_clock_inputs [all_inputs -no_clocks]
set_input_delay [expr $clk_period * $clk_io_pct] -clock clk0 $non_clock_inputs
set_output_delay [expr $clk_period * $clk_io_pct] -clock clk0 [all_outputs]
### /design/flow/design.v
module ALU(
    input wire [3:0] ctrl,
    input wire signed [31:0] A, B,
    output reg [31:0] C,
    output reg ZF, NF, EF, GF, LF
);
parameter [3:0]
    Add = 4'd0,
    Sub = 4'd1,
    SL = 4'd2,
    SR = 4'd3,
    AND = 4'd4,
    OR = 4'd5,
    XOR = 4'd6,
    NAND = 4'd7,
    NOT = 4'd8,
    NOR = 4'd9;
always @ (ctrl or A or B) begin
    case(ctrl)
        Add: begin
            C = A + B;
        end
        Sub: begin
            C = A - B;
        end
        SL: begin
            C = A << B;
        end
        SR: begin
            C = A >> B;
        end
        AND: begin
            C = A & B;
        end
        OR: begin
            C = A | B;
        end
        XOR: begin
            C = A ^ B;
        end
        NAND: begin
            C = ~(A & B);
        end
        NOT: begin
            C = ~A;
        end
        NOR: begin
            C = ~(A | B);
        end
        default: begin
            C = 0;
        end
    endcase
    ZF = (C == 0);
    NF = (C < 0);
    EF = (C == A);
    GF = (A > B);
    LF = (A < B);
end
endmodule
==> ds_physical_params.txt <==
Physical design parameters

Parameter                              Value

Die
  Chip height    166 um
  Core Density at Floorplan    40.9%
  Total Die Area    27,400 sq um
  # IOs    105
  CORE AREA    26,100 sq um
  Overall die width    166 um
  Number of rows in the core area    59

Drt
  Total vias in the final route    13.1k
  Drt first pass iters    22
  Routed wire length    55,300 um
  Tally of nets with antenna violations remaining after routing    0
  Initial detailed-routing violation count    1,434
  Routed wire per std cell    29.9 um
  Post-DR vias/cell    7.06
  Residual DRC    0
  Ant. Diodes    0

Cells and area
  Layout cell share with drive strength beyond 1    10.0%
  Post-layout util    45.1%
  Tally of filler cells in the layout    2,707
  Flop count    0
  Register cell area after layout    0 sq um
  Clkbuf count    0
  Area growth from synthesis to layout    10.1%
  Post-layout instance area    11,800 sq um

Timing
  Total Negative Setup Slacks    0 ns
  Final Cycle Share    76.0%
  Hold Vio Cnt, Final    0
  Final number of max-transition violations    0
  Highest attainable clock frequency    78.8 MHz
  Final worst path period need    12.69 ns
  Final count of negative-setup-slack endpoints    0
  Least-Margin Pin Slew    1.12 ns
  Unrepaired setup endpoints after global routing    no
  Worst slew margin relative to its limit    24.4%
  Fin Hold WS    7.90 ns

Pwr
  Sequential share of power    0%
  Cell area power density    34.7 nW/um^2
  Sw Ratio    60.9%
  Static power due to leakage    4.53 nW
  Peak VDD IR    0.0171 mV
  Internal power    0.160 mW
  Net switching power figure    0.249 mW
  Part of the total power dissipated in combinational logic    100.0%
  Portion of total power attributed to the clock network    0%

Global routing
  Maximum number of pins on one net before global-route repair    52
  Number of global-route vias before repair    12.1k
  First-pass GRT wire length    80,300 um
  All-layer global routing usage    40.9%
  Initial antenna violation count    0
  Global route overflow    0

Yosys
  Mapped Avg Cell Area    7.05 sq um
  Largest cells by area    mux4_2 (12%), ha_1 (11%), mux2i_1 (6.7%)
  Count of warnings emitted by yosys    1
  Mapped cell area    10,700 sq um
  Library cell with the largest summed area after synthesis    mux4_2
  Post-synthesis instance total    1,517
  Post-synthesis sequential area ratio    0%
  Cell count in the Yosys report    1,517
  Yosys top cell by instances    a21oi_1
  Area share of the leading cell type in the synthesized netlist    11.6%
  Number of distinct library cells after synthesis    101
  Area figure in the yosys stat output    10,700 sq um
  Most common library cells after synthesis    a21oi_1 (135), nor2_1 (123), nand2_1 (111)

Run status
  Result of the run    completed

Critical path
  Crit path largest cell delay    0.97 ns
  Crit path max-delay cell type    clkdlybuf4s50_1
  Dominant delay contributor by cell family on the critical path    AND-OR/OR-AND gates
  Critical path, cell by cell    clkdlybuf4s50_1 > inv_1 > ha_1 > nor2_1 > o311ai_1 > a21oi_1 > o41ai_2 > o41ai_1 > a221oi_1 > o21ai_1 > xnor2_1 > nand4_1 > nor4b_1 > and4_1 > clkdlybuf4s50_1
  Endpoint class of the critical path    primary output
  Critical setup path kind    in -> out
  Stages on the worst setup path    15
  CP arrival    9.35 ns
  Data required time of the critical path    13.36 ns
  Most prevalent standard cell on the critical path    clkdlybuf4s50_1
  Startpoint type of the worst setup path    input pin
  Largest fanout of any net on the critical path    14
  Buf+Inv Stages, Crit Path    3

Placed design
  IO buf count    104
  GPL Wtd Cong    1.06
  Cell area reported after detailed placement    11,800 sq um
  Estimated wirelength of the detail-placed design    42,400 um

Flow run
  Number of violations of the max-capacitance limit    0
  OpenROAD warnings    96

Hold path
  HP Start    ctrl[1]
  Worst hold stages    5
  End point of the most critical hold path    C[9]
  Hold crit path type    in -> out

CTS
  Number of instances resized during post-cts repair    0
  Post-CTS Setup Bufs    0
  Number of hold-repair buffers added at the cts stage    0
[metal layers]
layer / up-vias / track usage, % / share of wire (%)
met2: 840 / 63.5 / 45
met3: 149 / 5.91 / 9.2
met5: - / 0 / 0
met4: 0 / 15.5 / 4.8
li1: 5769 / - / -
met1: 6308 / 57.7 / 42
[area by class of cell]
class	instances	area, sq um	area share, %
multi-input cells	1259	9580	81.4
repair buffers	150	1370	11.6
well taps	335	419	3.56
inverters	108	405	3.44
[power by group through the flow]
stage	registers [mW]	clock network, mW	logic (mW)
final	0	0	0.409
after global routing	0	0	0.434
after CTS	0	0	0.398
[placed cells by master (no fill, tap or decap), types with 33 or more instances in the layout]
| cell type | synthesis | layout |
|---|---|---|
| a21oi_1 | 135 | 135 |
| nor2_1 | 123 | 123 |
| nand2_1 | 111 | 111 |
| inv_1 | 105 | 105 |
| clkdlybuf4s50_1 | 0 | 99 |
| ha_1 | 96 | 96 |
| o21ai_0 | 93 | 93 |
| mux2i_1 | 72 | 72 |
| mux4_2 | 55 | 55 |
| buf_4 | 13 | 48 |
| o22ai_1 | 43 | 43 |
| xnor2_1 | 38 | 38 |
| o221ai_1 | 35 | 35 |
| nor3_1 | 34 | 33 |
| nand3_1 | 33 | 33 |
[how the worst max path moves through the flow]
stage | startpoint | to | slack [ns]
4_1_cts | A[1] | EF | 4.17
6_report | A[1] | EF | 4.01
5_1_grt | A[1] | EF | 3.73
[cells by family (layout without fill, tap and decap cells)]
logic type      count (synthesis)  count (layout)  synth area share [%]
fa+ha+maj                      98              98                  11.6
mux                           141             141                  19.9
xor+xnor                       39              39                  3.19
simple gates                  435             435                  20.1
other cells                     1               1                0.0351
buf+inv                       258             258                  10.5
compound gates                545             545                  34.6
[metrics by stage]
| step | power, mW | worst slack [ns] | cells |
|---|---|---|---|
| 3_3_place_gp | 0.398 | 4.21 | 1852 |
| 5_1_grt | 0.434 | 3.73 | 1852 |
| 3_5_place_dp | 0.396 | 4.17 | 1852 |
| 4_1_cts | 0.398 | 4.17 | 1852 |
| 2_1_floorplan | 0.254 | 6.45 | 1517 |
| 6_report | 0.409 | 4.01 | 1852 |
Power is estimated from default activity; no workload was simulated.
