<file path="design/flow/config.mk">
export PLATFORM = sky130hd
export DESIGN_NAME = Mux_Y
export DESIGN_NICKNAME = Mux_Y
export VERILOG_FILES = /design/flow/design.v
export SDC_FILE = /design/flow/constraint.sdc
export NUM_CORES = 4
export LEC_CHECK = 1
export CORE_AREA = 10 10 80 80
export DIE_AREA = 0 0 90 90
</file>
<file path="design/flow/constraint.sdc">
current_design Mux_Y

set clk_period 3.2
set clk_io_pct 0.2

create_clock -name clk0 -period $clk_period [get_ports {CLK}]

set non_clock_inputs [all_inputs -no_clocks]
set_input_delay [expr $clk_period * $clk_io_pct] -clock clk0 $non_clock_inputs
set_output_delay [expr $clk_period * $clk_io_pct] -clock clk0 [all_outputs]
</file>
<file path="design/flow/design.v">
module Mux_Y(
    input wire [8:0] yCF, yCD, yRF, yRD, yLD, yIDLE,
    input wire CLK,
    input wire [3:0] SEL,
    output reg [8:0] yOut
);
parameter [3:0] CF = 4'd0,  
                CD = 4'd1,  
                RF = 4'd2,  
                RD = 4'd3,  
                LD = 4'd4,  
                FU = 4'd10,  
                IDLE = 4'd15;  
always @(posedge CLK) begin
    case (SEL)
        CF: yOut <= yCF;
        CD: yOut <= yCD;
        RF: yOut <= yRF;
        RD: yOut <= yRD;
        LD: yOut <= yLD;
        FU: yOut <= yIDLE;  
        IDLE: yOut <= yIDLE;
        default: yOut <= 0;  
    endcase
end
endmodule
</file>
<file path="design/flow/run.sh">
#!/bin/bash
# OpenROAD 26Q1-2900-gdf79404cd8, Yosys 0.63+post, stock flow scripts
make -C /OpenROAD-flow-scripts/flow DESIGN_CONFIG=/design/flow/config.mk WORK_HOME=/design/flow/orfs finish
</file>
==> metrics.cfg <==
[sta]
setup_tns_ps=0
final_max_slew_viol_count=0
hold_viol=0
hold_slack_ps=1021
postLayoutSetupSlackWorst_ps=697.0
fin_crit_sh_pct=78.22
grt_setup_unrepaired=no
tightest_slew_ps=731.1
fmax_mhz=399.5
relSlewSlack_pct=51.11
setup_viol=0
period_minus_slack_ps=2503

[critical_path]
crit_path_start=SEL[3]
worst_ep_arrival_time_ps=2630
critPathTopFamily=buffers and inverters
cp-end-kind=register
cpPeakStageDelay_ps=780
worst-setup-path-type=in -> reg
cp.buffers_inverters=2
critPathMaxFanout=23
setup.worst_path.start_class=input port
slowest_stage=clkdlybuf4s50_1
path_cells=clkdlybuf4s50_1, buf_4, nor4_2, a22oi_1, o311ai_1
required_ps=3330

[clocking]
cts_hold_buf=0
cts.sinks=9
postCtsSetupBuffers=0
h-tree-depth=1
clockRootBuffer=clkbuf_8
cts_resized=0
clk_pin_slew_worst_paths_ps=50
tritoncts=built
clockBufferDepth=2
cts_buffers=3

[place]
io_buffers=67
gp_congestion=0.8013
place_ws_ps=470.9
dp_hpwl_mm=2.954

[layout]
top_register=yOut
largest_reg_flops=9
syn_to_final_growth_pct=88.39
layout-drive-gt1-share_pct=8.642
layout_top_cells=67 x clkdlybuf4s50_1, 9 x dfxtp_1, 7 x a22oi_1
lay_top_count=clkdlybuf4s50_1
reg_top3=yOut x9
nFillCells=488

[power_and_ir_drop]
p_leak_nw=0.6088
netSwitchingPower_uw=96.43
peakVddDrop_uv=89.09
pwr-share-comb_pct=38.0
power.total_uw=413.8
swShare_pct=23.30
power_density_mw_per_mm2=254.8
seqPwrFrac_pct=30.3
p_int_uw=317.3
clkPwrFrac_pct=31.7

[route]
ant_nets=0
wl_per_cell_um=15.45
drtIter0Drc=78
n_antenna_cell=0
via_per_inst=4.480
drt_first_pass_iters=4
vias=1026
drc=0
wl_mm=3.539

[synthesis]
ys_sh_adder_pct=0
synthAoiAreaFrac_pct=22.50
ys_types=36
xor_area_share_pct=1.016
syn_avg_cell_area_sq_um=8.797
synth_flops=9
ys_area_sq_um=862.1
ys_cells=98
ys_sh_mux_pct=8.563
ys_seq_share_pct=20.90
logic_family=simple AND/OR/NAND/NOR gates
synthesis.area_sq_um=862.1
syn_inst=98
ys_sh_simple_pct=37.88
yosys_warnings=1

[global_routing]
grt_pass1_wl_mm=5.706
grt.total_usage_pct=8.464
grt_pass1_vias=1055
grt_max_degree=34
grt-ovfl-total=0
antenna_found_initial=0

[floorplan]
chipArea_sq_mm=0.008100
fp_util_pct=18.25
fp.dieH_um=90
die_x_um=90
coreArea_sq_mm=0.004723
io_pins=68
rows=25

[job]
warnings=25
cap_violations=0

[outcome]
status=complete, no violations

[min_path]
min_from=yIDLE[4]
hold_class=in -> reg

-- routing by layer --
metal / track usage, % / routed length (um)
met1: 10.87 / 1543
met2: 14.65 / 1797
met3: 1.676 / 162
met4: 1.061 / 35
met5: 0 / 0
-- area by class of cell --
| type | instances | area, sq um | area share, % |
|---|---|---|---|
| clock buffers | 4 | 45.04 | 2.773 |
| flip-flops and latches | 9 | 180.2 | 11.09 |
| inverters | 1 | 3.754 | 0.2311 |
| repair buffers | 72 | 708.2 | 43.61 |
| well taps | 67 | 83.83 | 5.162 |
| multi-input cells | 76 | 603.1 | 37.13 |
-- final timing paths --
check                 endpoint  slack (ps)  cells past startpoint
worst max-delay path   yOut[8]         700                      5
worst min-delay path   yOut[4]        1020                      3
-- per-stage QoR --
step	area, sq um	instances	utilization, %
5_1_grt	1624	229	34.38
6_report	1624	229	34.38
4_1_cts	1624	229	34.38
3_3_place_gp	1579	225	33.43
3_5_place_dp	1579	225	33.43
2_1_floorplan	862.1	98	-
-- kinds of logic after synthesis --
family | after synthesis
buf+inv | 13
xor+xnor | 1
flops | 9
mux | 7
compound gates | 26
simple gates | 42
-- power groups by stage --
stage,logic (mW),clock network [mW],registers [mW]
5_1_grt,0.171,0.142,0.126
4_1_cts,0.160,0.135,0.125
6_report,0.157,0.131,0.125
-- synthesized netlist by cell type --
| master | number | share of area [%] |
|---|---|---|
| dfxtp_1 | 9 | 21 |
| a22oi_1 | 7 | 6.1 |
| and3b_1 | 6 | 6.1 |
| buf_2 | 6 | 3.5 |
| nand4_1 | 6 | 4.4 |
| nor4bb_1 | 6 | 7.0 |
| mux2i_1 | 4 | 4.6 |
| o21ai_0 | 4 | 2.3 |
| a32oi_1 | 3 | 3.0 |
| and4_1 | 3 | 3.0 |
| buf_6 | 3 | 3.9 |
| clkbuf_1 | 3 | 1.3 |
| mux2_2 | 3 | 3.9 |
| nand3_1 | 3 | 1.7 |
| nor2_1 | 3 | 1.3 |
| o311ai_1 | 3 | 3.0 |
| o31ai_1 | 3 | 2.6 |
| a31oi_1 | 2 | 1.5 |
| nand2_1 | 2 | 0.87 |
| or4_1 | 2 | 1.7 |
| or4bb_1 | 2 | 2.6 |
| a211o_1 | 1 | 1.0 |
| and2b_1 | 1 | 0.87 |
| and3_1 | 1 | 0.73 |
| and4b_1 | 1 | 1.2 |
| inv_2 | 1 | 0.43 |
| nand3b_1 | 1 | 0.87 |
| nor2b_1 | 1 | 0.73 |
| nor3b_1 | 1 | 0.87 |
| nor4_1 | 1 | 0.73 |
| nor4_2 | 1 | 1.5 |
| nor4b_2 | 1 | 1.7 |
| o211ai_1 | 1 | 0.87 |
| o221ai_1 | 1 | 1.0 |
| o31a_1 | 1 | 1.0 |
| xnor2_1 | 1 | 1.0 |
Power figures rest on the tool's default switching activity, not on a simulated workload.
