<file path="config.mk">
export PLATFORM = sky130hd
export DESIGN_NAME = Mux_X
export DESIGN_NICKNAME = Mux_X
export VERILOG_FILES = /design/flow/design.v
export SDC_FILE = /design/flow/constraint.sdc
export NUM_CORES = 4
export LEC_CHECK = 1
export CORE_AREA = 10 10 71 71
export DIE_AREA = 0 0 81 81
</file>
<file path="constraint.sdc">
current_design Mux_X

set clk_period 3.2
set clk_io_pct 0.2

create_clock -name clk0 -period $clk_period [get_ports {CLK}]

set non_clock_inputs [all_inputs -no_clocks]
set_input_delay [expr $clk_period * $clk_io_pct] -clock clk0 $non_clock_inputs
set_output_delay [expr $clk_period * $clk_io_pct] -clock clk0 [all_outputs]
</file>
<file path="design.v">
module Mux_X(
    input wire [8:0] xCF, xCD, xRF, xRD, xLD, xIDLE,
    input wire CLK,
    input wire [3:0] SEL,
    output reg [8:0] xOut
);
parameter [3:0] CF = 4'd0,  
                CD = 4'd1,  
                RF = 4'd2,  
                RD = 4'd3,  
                LD = 4'd4,  
                FU = 4'd10,  
                IDLE = 4'd15;  
always @(posedge CLK) begin
    case (SEL)
        CF: xOut <= xCF;
        CD: xOut <= xCD;
        RF: xOut <= xRF;
        RD: xOut <= xRD;
        LD: xOut <= xLD;  
        FU: xOut <= xIDLE;  
        IDLE: xOut <= xIDLE;
        default: xOut <= 0;  
    endcase
end
endmodule
</file>
<file path="run.sh">
#!/bin/bash
# OpenROAD 26Q1-2900-gdf79404cd8, Yosys 0.63+post, stock flow scripts
make -C /OpenROAD-flow-scripts/flow DESIGN_CONFIG=/design/flow/config.mk WORK_HOME=/design/flow/orfs finish
</file>
==> impl_metrics.csv <==
group,metric,value,unit
run_status,status,"complete, no violations",
floorplan,die-height,81,um
detailed_routing,ant_nets,0,
synth,syn_area,862,sq um
global_route,grt_max_degree,36,
min_path,min_to,"xOut[0]$_DFF_P_",
job,maxCapViolations,0,
clock_tree,cts_tree,"done",
detailed_routing,diodes,0,
min_path,hold_path.startpoint,"xIDLE[0]",
critical_path,crit_type,"input port to flop",
power,p_leak,0.604,nW
power,seqPwrFrac,30.5,%
detailed_routing,routed_wl,3460,um
critical_path,startpoint_type,"input port",
final_timing,fmax,0.433,GHz
power,peakVddDrop,0.000111,V
final_timing,setup_violations,0,
place,hpwl,2890,um
final_layout,layout-drive-gt1-share,8.07,%
min_path,hp-class,"input port to flop",
final_timing,hold_viol,0,
clock_tree,clock-root-buffer,"clkbuf_8",
power,p_comb_share,38.0,%
final_timing,fin_tns_setup,0,ns
floorplan,core,3630,sq um
floorplan,pin_count,68,
final_layout,area_delta_synth_final,84.8,%
power,p_int,316,uW
global_route,grt_usage,9.61,%
clock_tree,hold_buffers,0,
synth,synth.distinct_cells,36,
synth,ys_seq_share,20.9,%
clock_tree,cts_inserted_buffers,3,
floorplan,die_area,6560,sq um
power,clkPwrFrac,31.5,%
final_layout,fin_util,43.8,%
clock_tree,cts_buffer_depth,2,
critical_path,required,3.29,ns
critical_path,worstPathArrival,2.40,ns
synth,synth_cells,98,
final_timing,relSlewSlack,53.4,%
synth,ys.flop_type,"dfxtp_1",
synth,edf_count,0,
clock_tree,path_clk_slew,0.05,ns
critical_path,cp-end-kind,"flop",
power,switching_share,23.3,%
place,place_inst,205,
synth,synth_flops,9,
synth,avgSynthCellArea,8.80,sq um
final_timing,drv_slew,0,
final_layout,top_regs,"xOut: 9 flops",
final_timing,period_minus_slack,2.31,ns
detailed_routing,num_vias,1038,
job,warnings,25,
detailed_routing,wire_per_inst,16.6,um
clock_tree,cts_resized,0,
detailed_routing,viasPerCell,4.97,
place,io_buffers,67,
final_layout,regMostFlops,"xOut",
power,power_switching,96.3,uW
synth,yosys_area,862,sq um
global_route,overflow,0,
synth,ys_cells,98,
final_layout,final_cells,209,
detailed_routing,drt_iter0_markers,41,
power,cellPowerDensity,259,nW/um^2
synth,synth_warnings,1,
clock_tree,cts_sinks,9,
global_route,grt_pass1_wl,5150,um
global_route,first_global_vias,1054,
power,p_total,413,uW
floorplan,initCoreUtil,23.7,%
detailed_routing,drtPass1Iterations,4,
final_timing,fin_crit_sh,72.2,%
clock_tree,h-tree-depth,1,
floorplan,chipWidth,81,um
final_layout,largest_reg_flops,9,
place,place.gp.congestion,0.830,
final_timing,rsz0062_at_grt,"no",
synth,async_flop_share,0,%
min_path,hold_depth,3,
detailed_routing,drc,0,
clock_tree,postCtsSetupRepairBufs,0,
critical_path,crit_fanout,18,
final_timing,tightest_slew,0.697,ns
global_route,antenna_found_initial,0,
floorplan,rows,22,
## area by class of cell
type                            instances  area (sq um)
Timing Repair Buffer                   71           701
Clock buffer                            4          45.0
Fill cell                             345          2040
Sequential cell                         9           180
Multi-Input combinational cell         76           603
Tap cell                               48          60.1
Inverter                                1          3.75
## how the worst max path moves through the flow
stage	startpoint	to	slack, ns	cells after the start
after CTS	SEL[3]	xOut[5]$_DFF_P_	0.91	5
after global routing	SEL[3]	xOut[7]$_DFF_P_	0.81	4
final	SEL[3]	xOut[5]$_DFF_P_	0.89	5
## power groups by stage
stage     sequential, mW  clock (mW)  combinational (mW)
5_1_grt            0.127       0.143               0.169
6_report           0.126       0.130               0.157
4_1_cts            0.126       0.134               0.158
## worst max-delay path, cell delays in order
cell             delay [ns]
clkdlybuf4s50_1        0.92
buf_4                  0.30
nor4bb_1               0.07
o31ai_1                0.32
o311ai_1               0.14
## routing by layer
metal	routed length (um)	part of all wire, %	vias to the layer above	global-route usage, %
li1	-	-	536	-
met3	268	7.7	0	2.67
met1	1620	47	471	14.6
met4	0	0	0	0.865
met5	0	0	-	0
met2	1570	45	31	13.7
## cells by family after synthesis
family / after synthesis / share of synthesized area [%]
xor+xnor: 1 / 1.02
flops: 9 / 20.9
mux: 7 / 8.56
simple gates: 42 / 37.9
compound gates: 26 / 22.5
buf+inv: 13 / 9.14
## cells in the final DEF (no fill, tap or decap), types with 2 or more instances in the layout
master,n
nand2_1,2
or4bb_1,2
mux2_2,3
nand3_1,3
a31oi_1,2
clkdlybuf4s50_1,67
nand4_1,6
buf_4,4
nor4bb_1,6
o21ai_0,4
and4_1,3
clkbuf_8,3
mux2i_1,4
or4_1,2
a22oi_1,7
o31ai_1,3
dfxtp_1,9
and3b_1,6
o311ai_1,3
a32oi_1,3
nor2_1,3
## through the flow
step | area [sq um] | hold WS, ns | setup WS, ns
after floorplan | 862 | 0.751 | 1.59
after global placement | 1550 | 1.26 | 0.753
after detailed placement | 1550 | 1.25 | 0.688
after CTS | 1590 | 1.00 | 0.911
after global routing | 1590 | 1.02 | 0.813
final | 1590 | 1.01 | 0.891
## Yosys cell counts, types with 4 or more instances
| library cell | instances | area, sq um |
|---|---|---|
| o21ai_0 | 4 | 20.0 |
| buf_2 | 6 | 30.0 |
| nand4_1 | 6 | 37.5 |
| a22oi_1 | 7 | 52.6 |
| and3b_1 | 6 | 52.6 |
| nor4bb_1 | 6 | 60.1 |
| mux2i_1 | 4 | 40.0 |
| dfxtp_1 | 9 | 180 |
Power is estimated from default activity; no workload was simulated.
